**flow/config.mk**
```make
export PLATFORM = sky130hd
export DESIGN_NAME = password_based_lock
export DESIGN_NICKNAME = password_based_lock
export VERILOG_FILES = /design/flow/design.v
export SDC_FILE = /design/flow/constraint.sdc
export NUM_CORES = 4
export LEC_CHECK = 1
export CORE_AREA = 10 10 93 93
export DIE_AREA = 0 0 103 103
```
**flow/constraint.sdc**
```tcl
current_design password_based_lock

set clk_period 2.4
set clk_io_pct 0.2

create_clock -name clk0 -period $clk_period [get_ports {clk}]

set non_clock_inputs [all_inputs -no_clocks]
set_input_delay [expr $clk_period * $clk_io_pct] -clock clk0 $non_clock_inputs
set_output_delay [expr $clk_period * $clk_io_pct] -clock clk0 [all_outputs]
```
**flow/design.v**
```verilog
module password_based_lock(access,alarm,inp,reset,clk);
parameter [3:0]pass = 1234;
output access,alarm;						
input [13:0]inp;
input reset;
input clk;
parameter idle=3'b000, wait_pass=3'b001, access_state=3'b010, denied=3'b011;
reg[2:0] current_state, next_state;
reg access,condition,alarm;							
integer count;
initial 
begin
	count = 0;
	access = 0;					
	alarm = 0;  
    current_state=idle;
end
  always @(posedge clk or  posedge reset)
begin
  if(reset) 
    begin
     current_state<=idle;
    end
  else
    begin
     current_state<=next_state;
    end
end
  always @(*)
begin
  case(current_state)   
       idle: 
        begin
            alarm=0;
            count=0;
            access=0;
            next_state=wait_pass;
        end
       wait_pass:
        begin
            access<=0;
            if(inp==pass)
               next_state=access_state;
            else 
               next_state=denied;
        end
       access_state: 
        begin
            access<=1;
            alarm<=0;
            count<=0;
            next_state=wait_pass;
        end
       denied: 
        begin
            count=count+1;
            if(count<3)
               next_state=wait_pass;
          else if (count>=3)
            next_state=wait_pass;
        end
  endcase
end
endmodule
```
**flow/run.sh**
```bash
#!/bin/bash
# OpenROAD 26Q1-2900-gdf79404cd8, Yosys 0.63+post, stock flow scripts
make -C /OpenROAD-flow-scripts/flow DESIGN_CONFIG=/design/flow/config.mk WORK_HOME=/design/flow/orfs finish
```
==> results.ini <==
[critical_path]
cpLargestDelayFamily = simple AND/OR/NAND/NOR gates
timing.rr.end = current_state[0]$_DFF_PP0_
worstPathRequired_ps = 2500
cp-end-kind = register
crit_start = inp[11]
start_kind = primary input
r2r_setup_slack_ps = 1070
criticalPathCategory = in2reg
r2r-start = current_state[0]$_DFF_PP0_
critPathMaxStageDelay_ps = 400
critical_path.endpoint = current_state[0]$_DFF_PP0_
cp_num_cells = 4
crit_chain = clkdlybuf4s50_1 -> nor4_1 -> nand4_1 -> dlxtn_1
slowest_stage = clkdlybuf4s50_1
reg2regPathDepth = 4
cp.buffers_inverters = 1
worst-endpoint-arrival_ps = 1630
crit_path_max_fanout = 1

[routing]
wire_per_inst_um = 6.547
wirelength_um = 766
drc_errors = 0
drtPass1Iterations = 2
vias = 176
drtAntennaViolNets = 0
drt_iter0_markers = 1
vias_per_cell = 1.504
antenna_cells = 0

[cells_and_area]
drive_above_1_share_pct = 8.108
area_growth_pct = 177.6
register_area_um2 = 95.09
stdcell_area_um2 = 465.4
nFillCells = 796
logic_area_um2 = 61.31

[global_route]
grt_max_degree = 4
gr-total-overflow = 0
grt_pass1_wl_um = 1055
grt_usage_pct = 1.459
grt_pass1_vias = 193
antenna_found_initial = 0

[logic_synthesis]
largest_area_cell = dfrtp_1
top_area_share_pct = 29.85
ys.flops = 5
syn_inst = 18
yosys_cells = 18
syn_area_um2 = 167.7
ys_area_um2 = 167.7
avgSynthCellArea_um2 = 9.315
yosysWarnings = 33
yosys.cell_types.count = 11
topCellsByArea = dfrtp_1 (30%), dlxtn_1 (27%), nor4_1 (11%), nor2b_1 (7.5%), and3b_1 (5.2%)

[clock_tree]
htree_levels = 1
cts_setup_buffers = 0
clockRootBuffer = clkbuf_8
tritoncts = done
clk_pin_slew_ps = 30
cts_hold_buf = 0
ctsLongestPathBuffers = 2
cts_resized = 0
cts_inserted_buffers = 3

[floorplan]
dieArea_um2 = 10610
fp_util_pct = 2.481
core_area_um2 = 6756
fp-row-count = 30
die_y_um = 103
die_width_um = 103
io-pin-count = 18

[timing]
fin_crit_sh_pct = 63.76
hold_violations = 0
unclocked_pins = 3
min_period_ps = 1530
untimed_endpoints = 4
slew_violations = 0
setup_viol = 0
rsz0062_at_grt = false
max_freq_ghz = 0.6535
setup-tns-final_ps = 0

[power_and_ir_drop]
ir_drop_v = 0.0001012
power_leakage_nw = 0.1628
power_density_nw_per_um2 = 410.6

[placed_design]
portBuffers = 16
dpl_cell_area_um2 = 424.2
place_congestion = 0.6468

[min_path]
hp-class = in2async

[outcome]
status = completed

[run]
warning_count = 25
cap_viol_max_count = 0

-- where the power goes --
part	switching [mW]	total (mW)	internal, mW
Sequential	0.00000122	0.0352	0.0352
Combinational	0.00469	0.0266	0.0219
Clock	0.0235	0.129	0.106
-- worst min path at each step --
stage     startpoint                         end  slack, ps  cells after the start
4_1_cts        reset  current_state[0]$_DFF_PP0_        430                      2
5_1_grt        reset  current_state[1]$_DFF_PP0_        450                      2
6_report       reset  current_state[0]$_DFF_PP0_        430                      2
-- through the flow --
step	hold WS, ps	setup slack, ps	power (mW)	util (%)	instances
detailed placement	641.1	616.9	0.06243	6.278	114
global placement	643.3	633.2	0.06229	6.278	114
finish	429.1	869.7	0.1911	6.889	117
global route	454.1	728.1	0.2050	6.889	117
CTS	428.0	828.9	0.1972	6.889	117
floorplan	221.2	1228	0.03864	-	20
-- cell usage in the layout (no fill, tap or decap), drive strengths merged --
| master | instances |
|---|---|
| clkdlybuf4s50 | 16 |
| nor4 | 3 |
| conb | 3 |
| dlxtn | 3 |
| clkbuf | 3 |
| inv | 2 |
| nor2b | 2 |
| dfrtp | 2 |
| nand2 | 1 |
| and3b | 1 |
| nand4 | 1 |
-- cell usage after synthesis --
master,count
nand4_1,1
nor2b_1,2
inv_1,2
clkbuf_1,1
buf_4,1
dfrtp_1,2
nor4_1,3
conb_1,1
dlxtn_1,3
nand2_1,1
and3b_1,1
-- final cells by class --
class	count	share of cell area, %
inverters	2	1.613
multi-input cells	11	13.17
clock buffers	3	8.871
well taps	80	21.51
flip-flops and latches	5	20.43
repair buffers	16	34.41
-- state kept, by name (all words and copies together) (netlist names) --
name,flops
access,1
next_state,2
current_state,2
-- routing by layer --
layer	GRT usage, %	vias to the layer above	routed length (µm)
met1	1.865	68	383
li1	-	93	-
met4	0.2139	0	0
met2	1.804	15	258
met3	1.286	0	123
met5	0	-	0
-- kinds of logic (layout without fill, tap and decap cells) --
logic type / Yosys count / in the layout / share of synthesized area (%)
other cells: 1 / 3 / 2.237
flops: 2 / 2 / 29.85
buf+inv: 4 / 21 / 11.20
simple gates: 8 / 8 / 29.85
latches: 3 / 3 / 26.86
Power figures rest on the tool's default switching activity, not on a simulated workload.
